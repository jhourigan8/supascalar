==> flow/config.mk <==
export PLATFORM = sky130hd
export DESIGN_NAME = lc4_alu
export DESIGN_NICKNAME = lc4_alu
export VERILOG_FILES = /design/flow/design.v
export SDC_FILE = /design/flow/constraint.sdc
export NUM_CORES = 4
export LEC_CHECK = 1
export CORE_UTILIZATION = 40
==> flow/constraint.sdc <==
current_design lc4_alu

set clk_period 80.5
set clk_io_pct 0.2

create_clock -name clk0 -period $clk_period

set non_clock_inputs [all_inputs -no_clocks]
set_input_delay [expr $clk_period * $clk_io_pct] -clock clk0 $non_clock_inputs
set_output_delay [expr $clk_period * $clk_io_pct] -clock clk0 [all_outputs]
==> flow/design.v <==
`timescale 1ns / 1ps
`default_nettype none
module lc4_divider(input  wire [15:0] i_dividend,
                   input  wire [15:0] i_divisor,
                   output wire [15:0] o_remainder,
                   output wire [15:0] o_quotient);
      wire[15:0] dividends [16:0];
      wire[15:0] quotients [16:0];
      wire[15:0] remainders [16:0];
      assign dividends[0] = i_dividend;
      assign quotients[0] = 16'b0;
      assign remainders[0] = 16'b0;
      genvar i;
      for (i = 0; i < 16; i = i+1) begin
            lc4_divider_one_iter iter(
                  .i_dividend(dividends[i]),
                  .i_divisor(i_divisor),
                  .i_remainder(remainders[i]),
                  .i_quotient(quotients[i]),
                  .o_dividend(dividends[i+1]),
                  .o_remainder(remainders[i+1]),
                  .o_quotient(quotients[i+1])
            );
      end
      assign o_remainder = i_divisor ? remainders[16] : 0;
      assign o_quotient = i_divisor ? quotients[16] : 0;
endmodule  
module lc4_divider_one_iter(input  wire [15:0] i_dividend,
                            input  wire [15:0] i_divisor,
                            input  wire [15:0] i_remainder,
                            input  wire [15:0] i_quotient,
                            output wire [15:0] o_dividend,
                            output wire [15:0] o_remainder,
                            output wire [15:0] o_quotient);
      wire [15:0] tmp_remainder;
      wire sub;
      assign tmp_remainder = {i_remainder[14:0], i_dividend[15]};
      assign sub = tmp_remainder >= i_divisor;
      assign o_quotient = {i_quotient[14:0], sub};
      assign o_remainder = sub ? tmp_remainder - i_divisor : tmp_remainder;
      assign o_dividend = i_dividend <<< 1;
endmodule
`timescale 1ns / 1ps
`default_nettype none
module lc4_alu(input  wire [15:0] i_insn,
               input wire [15:0]  i_pc,
               input wire [15:0]  i_r1data,
               input wire [15:0]  i_r2data,
               output wire [15:0] o_result);
      assign o_result = 
            (i_insn[15:12] == 4'b0000) ? branch_out :
            (i_insn[15:12] == 4'b0001) ? arith_out :
            (i_insn[15:12] == 4'b0010) ? cmp_out :
            (i_insn[15:12] == 4'b0100) ? jsr_out :
            (i_insn[15:12] == 4'b0101) ? logic_out :
            (i_insn[15:12] == 4'b0110) ? load_out :
            (i_insn[15:12] == 4'b0111) ? store_out :
            (i_insn[15:12] == 4'b1000) ? rti_out :
            (i_insn[15:12] == 4'b1001) ? const_out :
            (i_insn[15:12] == 4'b1010) ? shift_out :
            (i_insn[15:12] == 4'b1100) ? jump_out :
            (i_insn[15:12] == 4'b1101) ? hiconst_out :
            trap_out;
      wire [15:0] divider_o_remainder;
      wire [15:0] divider_o_quotient;
      lc4_divider divider(
            i_r1data,
            i_r2data,
            divider_o_remainder,
            divider_o_quotient
      );
      wire [15:0] adder_a;
      wire [15:0] adder_b;
      wire adder_cin;
      wire [15:0] adder_sum;
      wire [32:0] adder_tmp;
      assign adder_tmp = 
            (i_insn[15:12] == 4'b0000) ? {i_pc, i_insn[8] ? {7'h7F, i_insn[8:0]} : {7'b0, i_insn[8:0]}, 1'b1} :
            (i_insn[15:12] == 4'b0001) ? 
                  ((i_insn[5:3] == 3'b000) ? {i_r1data, i_r2data, 1'b0} :
                  (i_insn[5:3] == 3'b010) ? {i_r1data, ~i_r2data, 1'b1} :
                  {i_r1data, i_insn[4] ? {11'h7FF, i_insn[4:0]} : {11'b0, i_insn[4:0]}, 1'b0}) :
            (i_insn[15:12] == 4'b0110) ? {i_r1data, i_insn[5] ? {10'h3FF, i_insn[5:0]} : {10'b0, i_insn[5:0]}, 1'b0} :
            (i_insn[15:12] == 4'b0111) ? {i_r1data, i_insn[5] ? {10'h3FF, i_insn[5:0]} : {10'b0, i_insn[5:0]}, 1'b0} :
            {i_pc, i_insn[10] ? {5'h1F, i_insn[10:0]} : {5'b0, i_insn[10:0]}, 1'b1};
      assign adder_a = adder_tmp[32:17];
      assign adder_b = adder_tmp[16:1];
      assign adder_cin = adder_tmp[0];
      cla16 adder(
            adder_a,
            adder_b,
            adder_cin,
            adder_sum
      );
      wire [15:0] branch_out;
      assign branch_out = adder_sum;
      wire [15:0] arith_out;
      assign arith_out = 
            (i_insn[5:3] == 3'b000) ? adder_sum :
            (i_insn[5:3] == 3'b001) ? i_r1data * i_r2data:
            (i_insn[5:3] == 3'b010) ? adder_sum :
            (i_insn[5:3] == 3'b011) ? divider_o_quotient:
            adder_sum;
      wire [15:0] cmp_out;
      assign cmp_out = 
            (i_insn[8:7] == 2'b00) ? 
                  (($signed(i_r1data) > $signed(i_r2data)) ? 
                  16'b1 : (i_r1data == i_r2data) ? 
                  16'b0 : 16'hFFFF) :
            (i_insn[8:7] == 2'b01) ? 
                  ((i_r1data > i_r2data) ? 
                  16'b1 : (i_r1data == i_r2data) ? 
                  16'b0 : 16'hFFFF) :
            (i_insn[8:7] == 2'b10) ? 
                  (($signed(i_r1data) > $signed(i_insn[6] ? {9'h1FF, i_insn[6:0]} : {9'b0, i_insn[6:0]})) ? 
                  16'b1 : (i_r1data == (i_insn[6] ? {9'h1FF, i_insn[6:0]} : {9'b0, i_insn[6:0]})) ? 
                  16'b0 : 16'hFFFF) :
                  ((i_r1data > {9'b0, i_insn[6:0]}) ? 
                  16'b1 : (i_r1data == {9'b0, i_insn[6:0]}) ? 
                  16'b0 : 16'hFFFF);
      wire [15:0] jsr_out;
      assign jsr_out = 
            (i_insn[11] == 1'b0) ? i_r1data :
            (i_pc & 16'h8000) | (i_insn[10:0] << 4); 
      wire [15:0] logic_out;
      assign logic_out = 
            (i_insn[5:3] == 3'b000) ? i_r1data & i_r2data :
            (i_insn[5:3] == 3'b001) ? ~i_r1data :
            (i_insn[5:3] == 3'b010) ? i_r1data | i_r2data :
            (i_insn[5:3] == 3'b011) ? i_r1data ^ i_r2data :
            i_r1data & (i_insn[4] ? {11'h7FF, i_insn[4:0]} : {11'b0, i_insn[4:0]}); 
      wire [15:0] load_out;
      assign load_out = adder_sum;
      wire [15:0] store_out;
      assign store_out = adder_sum;
      wire [15:0] rti_out;
      assign rti_out = i_r1data;
      wire [15:0] const_out;
      assign const_out = i_insn[8] ? {7'h7F, i_insn[8:0]} : {7'b0, i_insn[8:0]};
      wire [15:0] shift_out;
      assign shift_out = 
            (i_insn[5:4] == 2'b00) ? $signed(i_r1data) << i_insn[3:0] :
            (i_insn[5:4] == 2'b01) ? $signed(i_r1data) >>> i_insn[3:0] :
            (i_insn[5:4] == 2'b10) ? $signed(i_r1data) >> i_insn[3:0] :
            $signed(divider_o_remainder);
      wire [15:0] jump_out;
      assign jump_out = 
            (i_insn[11] == 1'b0) ? i_r1data : 
            adder_sum; 
      wire [15:0] hiconst_out;
      assign hiconst_out = (i_r1data & 16'h00FF) | ({8'b0, i_insn[7:0]} << 8);
      wire [15:0] trap_out;
      assign trap_out = 16'h8000 | {8'b0, i_insn[7:0]};
endmodule
`timescale 1ns / 1ps
`default_nettype none
module gp1(input wire a, b,
           output wire g, p);
   assign g = a & b;
   assign p = a | b;
endmodule
module gp4(input wire [3:0] gin, pin,
           input wire cin,
           output wire gout, pout,
           output wire [2:0] cout);
  assign cout[0] = (pin[0] & cin) | gin[0];
  assign cout[1] = (pin[1] & pin[0] & cin) | (pin[1] & gin[0]) | gin[1];
  assign cout[2] = (pin[2] & pin[1] & pin[0] & cin) | (pin[2] & pin[1] & gin[0]) | (pin[2] & gin[1]) | gin[2];
  assign gout = (pin[3] & pin[2] & pin[1] & gin[0]) | (pin[3] & pin[2] & gin[1]) | (pin[3] & gin[2]) | gin[3];
  assign pout = pin[0] & pin[1] & pin[2] & pin[3];
endmodule
module cla16
  (input wire [15:0]  a, b,
   input wire         cin,
   output wire [15:0] sum);
  wire [15:0] gin;
  wire [15:0] pin;
  wire [15:0] cout;
  wire [3:0] gout;
  wire [3:0] pout;
  wire gtop;
  wire ptop;
  assign cout[0] = cin;
  genvar i;
  for (i = 0; i < 16; i = i+1) begin
    assign gin[i] = a[i] & b[i];
    assign pin[i] = a[i] | b[i];
  end
  for (i = 0; i < 4; i = i+1) begin
    gp4 layer_1_gp (
        gin[4 * i + 3 : 4 * i], 
        pin[4 * i + 3 : 4 * i], 
        cout[4 * i], 
        gout[i], 
        pout[i], 
        cout[4 * i + 3 : 4 * i + 1]
    );
  end
  gp4 layer_2_gp (
    gout[3:0], 
    pout[3:0], 
    cout[0], 
    gtop, 
    ptop, 
    {cout[12], cout[8], cout[4]}
  );
  for (i = 0; i < 16; i = i+1) begin
    assign sum[i] = a[i] ^ b[i] ^ cout[i];
  end
endmodule
module gpn
  #(parameter N = 4)
  (input wire [N-1:0] gin, pin,
   input wire  cin,
   output wire gout, pout,
   output wire [N-2:0] cout);
    wire [N-1:0] pchain [N-1:0];
    wire [N:0] gens;
    assign gens = {gin, cin};
    genvar i;
    for (i = 0; i < N; i = i+1) begin
      assign pchain[i][i] = pin[i] & gens[i];
      genvar j;
      for (j = i+1; j < N; j=j+1) begin
        assign pchain[j][i] = pchain[j-1][i] & pin[j];
      end
    end
    for (i = 0; i < N-1; i=i+1) begin
      assign cout[i] = | pchain[i][i:0] | gin[i];
    end
    assign gout = | pchain[N-1][N-1:1] | gin[N-1];
    assign pout = & pin;
endmodule
==> flow/run.sh <==
#!/bin/bash
# OpenROAD 26Q1-2900-gdf79404cd8, Yosys 0.63+post, stock flow scripts
make -C /OpenROAD-flow-scripts/flow DESIGN_CONFIG=/design/flow/config.mk WORK_HOME=/design/flow/orfs finish
==> reports/metrics.cfg <==
[run_status]
status=finished, final reports clean

[grt]
largest_net_degree_at_the_start_of_global_routing=51
grt_pass1_vias=26800
grt_antenna_before_repair=0
grt_remaining_overflow=0
global_route_wire_length_before_repair_mm=168
grt_usage=0.357

[logic_synthesis]
synthesized_cell_area_um2=25300
ys_seq_share=0
synthSimpleGateAreaFrac=0.214
topCellsByArea=ha_1, fa_1, nor2_1
post_synth_xor_area_fraction=0.0711
synthDominantCellAreaShare=0.200
synth.yosys.num_cells=3622
top_area_cell=ha_1
synth_cells=3622
avg_cell_area_syn_um2=6.97
synth_chip_area_um2=25300
synth_warnings=1
ys_top_logic_family=AND-OR/OR-AND gates
post_synth_ao_oa_area_fraction=0.305
synth.lib_cells_used.distinct=97
post_synth_mux_area_share=0.0622
area_share_of_fa_ha_maj_cells_after_synthesis=0.279

[final_timing]
achievable_freq_mhz=13.7
timing.final.crit_share=0.905
max_slew_margin=0.193
finalHoldViolCount=0
rsz_0062_raised_after_global_routing=no
finalSetupTns_ns=0
finalSetupViolCount=0
timing.final.max_slew_violations=0
layout_min_cycle_time_ns=72.85
slew_worst_pin_ns=1.21

[drt]
detail_route.vias_per_cell=6.26
detail_route.iter0.violations=2297
insertedDiodeCount=0
detail_route.drc_violations=0
detailroute.via_count=28100
drt.antenna.violating_nets=0
drt_pre_antenna_iters=6
post_drt_wl_per_cell_um=25.1
wl_mm=113

[power]
power_leakage_nw=12.5
power_density_nw_per_um2=14.8
max-vdd-ir-drop_v=0.0000133
total_power_mw=0.403

[critical_path]
required_time_reported_for_the_critical_path_endpoint_ns=64.40
timing.critical_path.from_type=input pin
delay_of_the_slowest_cell_on_the_worst_path_ns=0.74
worst_path_dominant_cell_family=AND-OR/OR-AND gates
crit_path_max_fanout=28
most_repeated_library_cell_on_the_critical_path=ha_1
critical_path.n_buffers_inverters=11
worst_ep_arrival_time_ns=56.75
slowest_stage=a41o_1
crit_path_end_kind=output port
path_class=input pin to output port

[finish]
layout_top_cell_excl_fill_tap=ha_1
flop_area_um2=0
fill_cells=6484
nFlopsAndLatches=0
clockBufferCount=0
final-comb-area_um2=23500
most-common-layout-cells=ha_1, nor2_1, nand2_1, inv_1, a21oi_1
area_growth_syn_to_layout_pct=8.05
drive_above_1_share=0.0685

[floorplanning]
fp-utilization=0.407
total_die_size_um2=64200
die.size.x_um=253
die_height_um=253
io_pins=80
core.rowCount=91
core_region_area_um2=62100

[clocking]
cts_setup_buffers=0
cts_hold_buf=0
cts.repair.resized=0

[min_path]
worstHoldPathType=input pin to output port

[job]
drv.max_cap_violation_count=0
warnings=104

[place]
dp_hpwl_mm=86.5
gp_routability_congestion=1.09
buffer_ports.inserted=80

[area by class of cell]
| class | instances | share of cell area |
|---|---|---|
| multi-input combinational | 3165 | 0.862 |
| timing repair buffer | 190 | 0.0585 |
| inverter | 297 | 0.0408 |
| tap | 837 | 0.0384 |
[power by group]
part	internal [mW]	switching (mW)
clock network	0	0
logic	0.161	0.242
registers	0	0
[synth_stat cells, types with 10 or more instances]
library cell    n
buf_1          27
fa_1           99
xnor2_1       145
and3_1         17
o21bai_1       30
o2111ai_1      11
o211ai_1       37
a21boi_0       26
ha_1          404
o21a_1         78
xor2_1         60
and2_1         23
o31a_1         22
mux2i_1        62
o21ai_0       257
a31oi_1        43
mux4_2         17
a211oi_1       49
buf_2          20
nor2_1        373
nor2b_1        59
nand3_1        48
a221oi_1       32
a31o_2         11
o221ai_1       17
a221o_1        13
nor3_1         94
nand2b_1       45
or3_1          30
nand4_1        44
a21o_1         78
a22oi_1        12
a21oi_1       274
nand2_1       348
nor4_1         22
mux2_2         49
o31ai_1        19
clkbuf_1      110
o22ai_1        23
o41ai_1        10
inv_1         287
or2_2          18
o21ai_1        15
[layer usage]
| metal | vias to the layer above | GRT usage | share of wire | routed length [um] |
|---|---|---|---|---|
| li1 | 13200 | - | - | - |
| met2 | 1372 | 0.546 | 0.43 | 48900 |
| met3 | 306 | 0.0749 | 0.094 | 10600 |
| met5 | - | 0.00618 | 0 | 0 |
| met1 | 13200 | 0.480 | 0.41 | 46800 |
| met4 | 0 | 0.176 | 0.058 | 6560 |
[logic make-up (layout without fill, tap and decap cells)]
kind of cell | count (synthesis) | after routing
compound gates | 1163 | 1163
xor+xnor | 205 | 205
fa+ha+maj | 503 | 503
buf+inv | 457 | 487
mux | 129 | 129
simple gates | 1165 | 1165
[worst paths after layout]
check     endpoint  depth (start not counted)          from
max    o_result[5]                        141  i_r1data[15]
min    o_result[9]                          5     i_insn[5]
[through the flow]
step	hold slack (ns)	worst slack, ns	utilization	instance area (um^2)	std cells
floorplan	32.53	15.39	-	25300	3622
global placement	33.65	8.84	0.440	27300	4489
detailed placement	33.64	8.50	0.440	27300	4489
CTS	33.64	8.37	0.440	27300	4489
global route	33.73	5.06	0.440	27300	4489
finish	33.65	7.65	0.440	27300	4489
[worst min-delay path, stage by stage]
cell	delay (ns)
clkdlybuf4s50_1	0.40
buf_4	0.29
nand3_1	0.23
o41ai_1	0.11
clkdlybuf4s50_1	0.40
